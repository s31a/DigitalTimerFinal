===== design.v =====
module Hz_1(C50, clk1hz);
input C50;
output clk1hz;
reg [31:0] q;
reg clk1hz;
always @(posedge C50)
begin
	if (q==32'd50_0000_00) begin q<=32'd0; clk1hz<=1'b1; end
	else begin q <= q+1; clk1hz=1'b0; end
end
endmodule
module countdown_timer(clk, reset, load, run, sw_time, time_left, time_set, done);
	input clk, reset, load, run;
	input [5:0] sw_time;
	output reg [5:0] time_set, time_left;
	output reg done;
	always @(posedge clk or posedge reset) begin
		if (reset) begin
			time_left <= 0;
			time_set <= 0;
			done <= 0;
		end else if (load) begin
			time_set <= sw_time;
			time_left <= time_set;
			done <= 0;
		end else if (run) begin
			if (time_left > 0) begin
				time_left <= time_left - 1;
				done <= 0;
			end else begin
				done<= 1;
			end
		end
	end
endmodule
module digital_timer(CLOCK_50, KEY, SW, LEDR, HEX0, HEX1);
	input CLOCK_50;
	input[3:0] KEY;
	input[5:0] SW;
	output[9:0] LEDR;
	output[6:0] HEX0, HEX1;
	wire clk, reset, start, load, run, done;
	wire [5:0] time_left, time_set;
	wire [6:0] spinnyThingy;
	assign reset = ~KEY[0];
	assign start = ~KEY[1];
	Hz_1 clkdiv(
		.C50(CLOCK_50),
		.clk1hz(clk)
	);
	timer_fsm fsm(
		.clk(clk),
		.reset(reset),
		.start(start),
		.state(),
		.load(load),
		.run(run),
		.done(done)
	);
	countdown_timer timer(
		.clk(clk),
		.reset(reset),
		.load(load),
		.run(run),
		.sw_time(SW),
		.time_left(time_left),
		.time_set(time_set),
		.done(done)
	);
	display disp(
		.time_left(time_left),
		.HEX0(HEX0),
		.HEX1(HEX1)
	);
	spinny spin(
		.clk(clk), 
		.reset(reset), 
		.run(run), 
		.spinnyThingy(spinnyThingy)
	);
	assign HEX5 = spinnyThingy;
	assign LEDR[9:0] = done ? 10'b1111111111 : 10'b0000000000;
endmodule
module display(time_left, HEX0, HEX1);
	input [5:0] time_left;
	output [6:0] HEX0, HEX1;
	wire [3:0] tens, ones;
	assign tens = time_left / 10;
	assign ones = time_left % 10;
	seg7 tensDisp(
		.A(tens),
		.HEX0(HEX1)
	);
		seg7 onesDisp(
		.A(ones),
		.HEX0(HEX0)
	);
endmodule
module seg7(A,HEX0);
	input[3:0] A;
	output reg[6:0] HEX0;
	always @(*) begin
		case(A)
			4'b0000: HEX0 = 7'b1000000;  
			4'b0001: HEX0 = 7'b1111001;  
			4'b0010: HEX0 = 7'b0100100;  
			4'b0011: HEX0 = 7'b0110000;  
			4'b0100: HEX0 = 7'b0011001;  
			4'b0101: HEX0 = 7'b0010010;  
			4'b0110: HEX0 = 7'b0000010;  
			4'b0111: HEX0 = 7'b1111000;  
			4'b1000: HEX0 = 7'b0000000;  
			4'b1001: HEX0 = 7'b0010000;  
			default: HEX0 = 7'b1111111;  
		endcase
	end
endmodule
module spinny(clk, reset, run, spinnyThingy);
	input clk, reset, run;
	output reg [6:0] spinnyThingy;
	reg [2:0] state;
	parameter A = 3'b000;
	parameter B = 3'b001;
	parameter C = 3'b010;
	parameter D = 3'b011;
	parameter E = 3'b100;
	parameter F = 3'b101;
	parameter G1 = 3'b110;
	parameter G2 = 3'b110;
	parameter A_seg = 7'b0111111;
	parameter B_seg = 7'b1011111;
	parameter C_seg = 7'b1101111;
	parameter D_seg = 7'b1110111;
	parameter E_seg = 7'b1111011;
	parameter F_seg = 7'b1111101;
	parameter G_seg = 7'b1111110;
	always @(posedge clk or posedge reset) begin
		if (reset) begin
			state <= A;
		end else if (run) begin
			case (state)
				A: state <= A;
				B: state <= G1;
				G1: state <= E;
				E: state <= D;
				D: state <= C;
				C: state <= G2;
				G2: state <= F;
				default: state <= A;
			endcase
		end
	end
	always @(*) begin
		case (state)
			A: spinnyThingy = A_seg;
			B: spinnyThingy = B_seg;
			C: spinnyThingy = C_seg;
			D: spinnyThingy = D_seg;
			E: spinnyThingy = E_seg;
			F: spinnyThingy = F_seg;
			G1: spinnyThingy = G_seg;
			G2: spinnyThingy = G_seg;
		endcase
	end
endmodule
module timer_fsm(clk, reset, start, state, load, run, done);
	input clk, reset, start, done;
	output reg [1:0] state;
	output reg load, run;
	parameter INPUT = 2'b00, COUNTDOWN = 2'b01, FINISH = 2'b10;
	always @(posedge clk or posedge reset) begin
		if (reset) begin
			state <= INPUT;
			load <= 1;
			run <= 0;
		end else begin
			case (state)
				INPUT: begin
					load <= 1;
					run <= 0;
					if (start) state <= COUNTDOWN;
				end
				COUNTDOWN: begin
					load <= 0;
					run <= 1;
					if (done) state <= FINISH;
				end
				FINISH: begin
					load <= 0;
					run <= 0;
					if (reset) state <= INPUT;
				end
				default: state <= INPUT;
			endcase
		end
	end
endmodule

===== run.sh =====
#!/bin/bash
# OpenROAD 26Q1-2900-gdf79404cd8, Yosys 0.63+post, stock flow scripts
make -C /OpenROAD-flow-scripts/flow DESIGN_CONFIG=/design/flow/config.mk WORK_HOME=/design/flow/orfs finish

===== config.mk =====
export PLATFORM = sky130hd
export DESIGN_NAME = digital_timer
export DESIGN_NICKNAME = digital_timer
export VERILOG_FILES = /design/flow/design.v
export SDC_FILE = /design/flow/constraint.sdc
export NUM_CORES = 4
export LEC_CHECK = 1
export CORE_UTILIZATION = 50

===== constraint.sdc =====
current_design digital_timer

set clk_period 6.3
set clk_io_pct 0.2

create_clock -name clk0 -period $clk_period [get_ports {CLOCK_50}]

set non_clock_inputs [all_inputs -no_clocks]
set_input_delay [expr $clk_period * $clk_io_pct] -clock clk0 $non_clock_inputs
set_output_delay [expr $clk_period * $clk_io_pct] -clock clk0 [all_outputs]

==> run_summary.xml <==
<?xml version="1.0" encoding="UTF-8"?>
<metrics>
  <group name="status">
    <metric name="outcome" unit="">completed</metric>
  </group>
  <group name="synth">
    <metric name="ys.flops" unit="">51</metric>
    <metric name="xor_area_frac" unit="">0.103</metric>
    <metric name="yosys.stat.chipArea" unit="sq um">2980</metric>
    <metric name="yosys_warnings" unit="">6</metric>
    <metric name="synthesis.instances" unit="">324</metric>
    <metric name="synth.logic.top_family" unit="">simple AND/OR/NAND/NOR gates</metric>
    <metric name="simple_gate_share" unit="">0.213</metric>
    <metric name="syn_avg_cell_area" unit="sq um">9.18</metric>
    <metric name="postSynthSeqShare" unit="">0.374</metric>
    <metric name="yosysUniqueCellTypes" unit="">58</metric>
    <metric name="synthArstFlopShare" unit="">0.353</metric>
    <metric name="synth_mux_share" unit="">0.0404</metric>
    <metric name="netlist_area" unit="sq um">2980</metric>
    <metric name="compound_area_frac" unit="">0.120</metric>
    <metric name="yosysCellCount" unit="">324</metric>
    <metric name="ff_type" unit="">sky130_fd_sc_hd__dfxtp_1</metric>
    <metric name="synth-adder-area-share" unit="">0.0715</metric>
    <metric name="post_synth_tally_of_flip_flops_with_integrated_enable" unit="">0</metric>
  </group>
  <group name="power_and_ir_drop">
    <metric name="ir_drop" unit="V">0.000160</metric>
    <metric name="total_leakage_power" unit="uW">0.00137</metric>
    <metric name="total_power" unit="uW">387</metric>
    <metric name="p_per_area" unit="nW/um^2">116</metric>
  </group>
  <group name="layout">
    <metric name="final_layout_size_suffix_gt1_frac" unit="">0.0787</metric>
    <metric name="area_growth" unit="%">12.1</metric>
    <metric name="count_of_filler_cells_inserted_in_the_layout" unit="">501</metric>
    <metric name="utilization" unit="">0.595</metric>
    <metric name="postLayoutCellArea" unit="sq um">3340</metric>
  </group>
  <group name="final_timing">
    <metric name="period_needed" unit="ns">1.94</metric>
    <metric name="finish_stage_setup_viols" unit="">0</metric>
    <metric name="unclocked_regs" unit="">18</metric>
    <metric name="untimed_endpoints" unit="">42</metric>
    <metric name="fmax" unit="GHz">0.514</metric>
    <metric name="final_max_slew_viol_count" unit="">0</metric>
    <metric name="tightestPinTransition" unit="ns">0.660</metric>
    <metric name="min_period_over_period" unit="">0.309</metric>
    <metric name="rsz0062_at_grt" unit="">no</metric>
    <metric name="worst_relative_slew_slack" unit="">0.558</metric>
    <metric name="hold_viol" unit="">0</metric>
    <metric name="setup_tns" unit="ns">0</metric>
    <metric name="finalHoldWorstSlack" unit="ns">0.462</metric>
    <metric name="fin_skew" unit="ns">0.00621</metric>
  </group>
  <group name="die">
    <metric name="floorplan.initialDensity" unit="">0.531</metric>
    <metric name="design.die.area" unit="sq um">6260</metric>
    <metric name="num_rows" unit="">27</metric>
    <metric name="die_width" unit="um">79.1</metric>
    <metric name="core_area" unit="sq um">5610</metric>
    <metric name="num_io_pins" unit="">35</metric>
    <metric name="die.size.y" unit="um">79.1</metric>
  </group>
  <group name="placed_design">
    <metric name="placed_cell_area" unit="sq um">3230</metric>
    <metric name="buffer_ports.inserted" unit="">32</metric>
    <metric name="post-dp-hpwl" unit="um">3590</metric>
    <metric name="place_congestion" unit="">0.800</metric>
  </group>
  <group name="detailed_routing">
    <metric name="route.final.wire_length" unit="um">4940</metric>
    <metric name="diodes" unit="">0</metric>
    <metric name="drt-pass1-iter-count" unit="">4</metric>
    <metric name="post_drt_via_cell_ratio" unit="">5.23</metric>
    <metric name="num_vias" unit="">2169</metric>
    <metric name="drt.antenna.violating_nets" unit="">0</metric>
    <metric name="drt_iter0_drc" unit="">60</metric>
    <metric name="post_drt_wl_per_cell" unit="um">11.9</metric>
    <metric name="drt_drc_violations_left" unit="">0</metric>
  </group>
  <group name="clock_network">
    <metric name="number_of_buffers_inserted_to_repair_setup_after_cts" unit="">0</metric>
    <metric name="clk_pin_slew_worst_paths" unit="ns">0.07</metric>
    <metric name="root_cell_of_the_clock_tree" unit="">sky130_fd_sc_hd__clkbuf_8</metric>
    <metric name="clock.latency.late_pin" unit="ns">0.28</metric>
    <metric name="cts_htree_levels" unit="">2</metric>
    <metric name="cts_tree" unit="">built</metric>
    <metric name="postCtsResizedCells" unit="">0</metric>
    <metric name="total_of_hold_buffers_inserted_after_clock_tree_synthesis" unit="">0</metric>
    <metric name="cts.path.max_buffers" unit="">2</metric>
    <metric name="tritoncts_buffer_count" unit="">5</metric>
  </group>
  <group name="grt">
    <metric name="grt_antenna_before_repair" unit="">0</metric>
    <metric name="vias_in_the_first_global_route" unit="">2002</metric>
    <metric name="grt_pass1_wl" unit="um">8710</metric>
    <metric name="grt_use_total" unit="">0.173</metric>
    <metric name="largest_net_degree_at_the_start_of_global_routing" unit="">21</metric>
    <metric name="overflow" unit="">0</metric>
  </group>
  <group name="critical_path">
    <metric name="crit_type" unit="">reg -&gt; reg</metric>
    <metric name="path_max_fanout" unit="">15</metric>
    <metric name="cp_data_required_time" unit="ns">6.45</metric>
    <metric name="critical_path.endpoint_type" unit="">flip-flop</metric>
    <metric name="startpoint_type" unit="">flip-flop</metric>
    <metric name="arr_time_crit_path" unit="ns">2.09</metric>
  </group>
  <group name="worst_hold_path">
    <metric name="hold_path.class" unit="">reg -&gt; reg</metric>
  </group>
  <group name="run">
    <metric name="drv_cap" unit="">0</metric>
    <metric name="tool_warnings" unit="">39</metric>
  </group>
</metrics>
## cells in the mapped netlist, types with 2 or more instances
master / n / area (sq um)
sky130_fd_sc_hd__dfxtp_1: 33 / 661
sky130_fd_sc_hd__inv_1: 17 / 63.8
sky130_fd_sc_hd__xnor2_1: 19 / 166
sky130_fd_sc_hd__dfstp_2: 2 / 52.6
sky130_fd_sc_hd__nor3_1: 5 / 25.0
sky130_fd_sc_hd__nand2_1: 32 / 120
sky130_fd_sc_hd__xor2_1: 16 / 140
sky130_fd_sc_hd__buf_4: 12 / 90.1
sky130_fd_sc_hd__nor4_1: 4 / 25.0
sky130_fd_sc_hd__buf_6: 3 / 33.8
sky130_fd_sc_hd__buf_2: 4 / 20.0
sky130_fd_sc_hd__ha_1: 17 / 213
sky130_fd_sc_hd__and4_1: 6 / 52.6
sky130_fd_sc_hd__and3_1: 5 / 31.3
sky130_fd_sc_hd__a211oi_1: 3 / 22.5
sky130_fd_sc_hd__a21o_1: 2 / 15.0
sky130_fd_sc_hd__nand2b_1: 2 / 12.5
sky130_fd_sc_hd__clkbuf_1: 2 / 7.51
sky130_fd_sc_hd__o21ai_1: 6 / 30.0
sky130_fd_sc_hd__mux2_2: 6 / 67.6
sky130_fd_sc_hd__a22o_1: 2 / 17.5
sky130_fd_sc_hd__a21oi_1: 5 / 25.0
sky130_fd_sc_hd__mux2i_1: 3 / 30.0
sky130_fd_sc_hd__nor2_1: 30 / 113
sky130_fd_sc_hd__or3_1: 2 / 12.5
sky130_fd_sc_hd__nor2_2: 2 / 12.5
sky130_fd_sc_hd__o211ai_1: 4 / 30.0
sky130_fd_sc_hd__nor2b_1: 5 / 31.3
sky130_fd_sc_hd__dfrtp_1: 16 / 400
sky130_fd_sc_hd__a31oi_1: 2 / 12.5
sky130_fd_sc_hd__nand3_1: 13 / 65.1
sky130_fd_sc_hd__o21ai_0: 12 / 60.1
sky130_fd_sc_hd__nand4_1: 7 / 43.8
## layout by cell type, fill, tap and decap left out, types with 7 or more instances in the layout
cell type                          n
sky130_fd_sc_hd__dfxtp_1          33
sky130_fd_sc_hd__xnor2_1          19
sky130_fd_sc_hd__clkdlybuf4s50_1  32
sky130_fd_sc_hd__xor2_1           16
sky130_fd_sc_hd__o21ai_0          12
sky130_fd_sc_hd__inv_1            17
sky130_fd_sc_hd__dfrtp_1          16
sky130_fd_sc_hd__nand3_1          13
sky130_fd_sc_hd__nand2_1          32
sky130_fd_sc_hd__nand4_1           7
sky130_fd_sc_hd__clkbuf_8          7
sky130_fd_sc_hd__ha_1             17
sky130_fd_sc_hd__nor2_1           30
## cell type report
| type | count | area, sq um | area share |
|---|---|---|---|
| Multi-Input combinational cell | 232 | 1630 | 0.488 |
| Sequential cell | 51 | 1110 | 0.334 |
| Timing Repair Buffer | 33 | 328 | 0.0983 |
| Clock buffer | 7 | 96.3 | 0.0289 |
| Tap cell | 72 | 90.1 | 0.0270 |
| Inverter | 19 | 73.8 | 0.0221 |
| Clock inverter | 1 | 5.00 | 0.00150 |
## power breakdown
part           internal (uW)  switching (uW)  total (uW)
Sequential               209               0         209
Clock                   98.6            71.8         170
Combinational           5.07            3.10        8.17
Total                    312            74.9         387
## registers in the layout (all words and copies together), names as in the netlist
signal	count
fsm.run	1
timer.done	1
fsm.load	1
clkdiv.clk1hz	1
timer.time_left	6
timer.time_set	6
clkdiv.q	32
fsm.state	3
## kinds of logic (layout without fill, tap and decap cells)
kind of cell	after synthesis	in the layout
AND-OR/OR-AND	49	49
XOR/XNOR	35	35
adder cells (fa/ha/maj)	17	17
buffers and inverters	41	60
flip-flops	51	51
multiplexers	10	10
AND/OR/NAND/NOR	121	121
## per-stage QoR
step,instances,setup WS (ns)
6_report,415,4.36
3_3_place_gp,407,4.33
4_1_cts,415,4.33
5_1_grt,415,4.08
2_1_floorplan,324,4.63
3_5_place_dp,407,4.37
## metal layers
layer,track usage,share of wire
met5,0,0
met4,0.0200,0.014
met3,0.0140,0.023
met2,0.298,0.46
met1,0.251,0.50
## worst max-delay path, cell delays in order, from the launching register on
cell	delay, ns
sky130_fd_sc_hd__dfxtp_1	0.34
sky130_fd_sc_hd__inv_1	0.07
sky130_fd_sc_hd__ha_1	0.13
sky130_fd_sc_hd__nor4bb_1	0.28
sky130_fd_sc_hd__nand3_1	0.13
sky130_fd_sc_hd__nor3_1	0.24
sky130_fd_sc_hd__and3_1	0.53
sky130_fd_sc_hd__nor2_1	0.10
## worst paths after layout
path | start | endpoint | slack [ns] | cells past startpoint
max reg2reg | clkdiv.q[0]$_SDFF_PP0_ | clkdiv.q[19]$_SDFF_PP0_ | 4.36 | 7
min reg2reg | clkdiv.q[31]$_SDFF_PP0_ | clkdiv.q[31]$_SDFF_PP0_ | 0.46 | 1
max | clkdiv.q[0]$_SDFF_PP0_ | clkdiv.q[19]$_SDFF_PP0_ | 4.36 | 7
min | clkdiv.q[31]$_SDFF_PP0_ | clkdiv.q[31]$_SDFF_PP0_ | 0.46 | 1
No activity file was given, so power comes from the tool's default toggle rates.
